==> design/flow/design.v <==
module MUL (clk, rst, start, finish, a, b, sign_diff, result);
parameter IDLE = 3'b000, S0 = 3'b001, S1 = 3'b010, S2 = 3'b011,
          S3 = 3'b100, S4 = 3'b101, FINISH = 3'b110;
input  clk, rst, start, sign_diff;
input  [31:0] a, b;
output reg finish;
output reg [63:0] result;
reg [63:0] reglist [0:31];
reg [2:0] STATE;
always @(posedge clk) begin
    if (rst) begin
        finish <= 1'b0;
        result <= 64'h0;
        STATE <= IDLE;
    end
    else begin
        case (STATE) 
            IDLE : begin
                if (start) begin
                    STATE <= S0;
                    reglist[0] <= b[0]? {32'b0, a} : 64'b0;
                    reglist[1] <= b[1]? {31'b0, a, 1'b0} : 64'b0;
                    reglist[2] <= b[2]? {30'b0, a, 2'b0} : 64'b0;
                    reglist[3] <= b[3]? {29'b0, a, 3'b0} : 64'b0;
                    reglist[4] <= b[4]? {28'b0, a, 4'b0} : 64'b0;
                    reglist[5] <= b[5]? {27'b0, a, 5'b0} : 64'b0;
                    reglist[6] <= b[6]? {26'b0, a, 6'b0} : 64'b0;
                    reglist[7] <= b[7]? {25'b0, a, 7'b0} : 64'b0;
                    reglist[8] <= b[8]? {24'b0, a, 8'b0} : 64'b0;
                    reglist[9] <= b[9]? {23'b0, a, 9'b0} : 64'b0;
                    reglist[10] <= b[10]? {22'b0, a, 10'b0} : 64'b0;
                    reglist[11] <= b[11]? {21'b0, a, 11'b0} : 64'b0;
                    reglist[12] <= b[12]? {20'b0, a, 12'b0} : 64'b0;
                    reglist[13] <= b[13]? {19'b0, a, 13'b0} : 64'b0;
                    reglist[14] <= b[14]? {18'b0, a, 14'b0} : 64'b0;
                    reglist[15] <= b[15]? {17'b0, a, 15'b0} : 64'b0;
                    reglist[16] <= b[16]? {16'b0, a, 16'b0} : 64'b0;
                    reglist[17] <= b[17]? {15'b0, a, 17'b0} : 64'b0;
                    reglist[18] <= b[18]? {14'b0, a, 18'b0} : 64'b0;
                    reglist[19] <= b[19]? {13'b0, a, 19'b0} : 64'b0;
                    reglist[20] <= b[20]? {12'b0, a, 20'b0} : 64'b0;
                    reglist[21] <= b[21]? {11'b0, a, 21'b0} : 64'b0;
                    reglist[22] <= b[22]? {10'b0, a, 22'b0} : 64'b0;
                    reglist[23] <= b[23]? {9'b0, a, 23'b0} : 64'b0;
                    reglist[24] <= b[24]? {8'b0, a, 24'b0} : 64'b0;
                    reglist[25] <= b[25]? {7'b0, a, 25'b0} : 64'b0;
                    reglist[26] <= b[26]? {6'b0, a, 26'b0} : 64'b0;
                    reglist[27] <= b[27]? {5'b0, a, 27'b0} : 64'b0;
                    reglist[28] <= b[28]? {4'b0, a, 28'b0} : 64'b0;
                    reglist[29] <= b[29]? {3'b0, a, 29'b0} : 64'b0;
                    reglist[30] <= b[30]? {2'b0, a, 30'b0} : 64'b0;
                    reglist[31] <= b[31]? {1'b0, a, 31'b0} : 64'b0;
                end
                finish <= 1'b0;
            end
            S0 : begin
		STATE <= S1;
                reglist[0] <= reglist[0] + reglist[1];
                reglist[1] <= reglist[2] + reglist[3];
                reglist[2] <= reglist[4] + reglist[5];
                reglist[3] <= reglist[6] + reglist[7];
                reglist[4] <= reglist[8] + reglist[9];
                reglist[5] <= reglist[10] + reglist[11];
                reglist[6] <= reglist[12] + reglist[13];
                reglist[7] <= reglist[14] + reglist[15];
                reglist[8] <= reglist[16] + reglist[17];
                reglist[9] <= reglist[18] + reglist[19];
                reglist[10] <= reglist[20] + reglist[21];
                reglist[11] <= reglist[22] + reglist[23];
                reglist[12] <= reglist[24] + reglist[25];
                reglist[13] <= reglist[26] + reglist[27];
                reglist[14] <= reglist[28] + reglist[29];
                reglist[15] <= reglist[30] + reglist[31];
            end
	    S1 : begin
		STATE <= S2;
                reglist[0] <= reglist[0] + reglist[1];
                reglist[1] <= reglist[2] + reglist[3];
                reglist[2] <= reglist[4] + reglist[5];
                reglist[3] <= reglist[6] + reglist[7];
                reglist[4] <= reglist[8] + reglist[9];
                reglist[5] <= reglist[10] + reglist[11];
                reglist[6] <= reglist[12] + reglist[13];
                reglist[7] <= reglist[14] + reglist[15];
            end
	    S2 : begin
		STATE <= S3;
                reglist[0] <= reglist[0] + reglist[1];
                reglist[1] <= reglist[2] + reglist[3];
                reglist[2] <= reglist[4] + reglist[5];
                reglist[3] <= reglist[6] + reglist[7];
            end
	    S3 : begin
		STATE <= S4;
                reglist[0] <= reglist[0] + reglist[1];
                reglist[1] <= reglist[2] + reglist[3];
            end
	    S4 : begin
		STATE <= FINISH;
                reglist[0] <= reglist[0] + reglist[1];
            end
	    FINISH : begin
		STATE <= IDLE;
		finish <= 1'b1;
		result <= sign_diff? ((~reglist[0]) + 1'b1) : reglist[0];
	    end
        endcase
    end
end
endmodule
==> design/flow/run.sh <==
#!/bin/bash
# OpenROAD 26Q1-2900-gdf79404cd8, Yosys 0.63+post, stock flow scripts
make -C /OpenROAD-flow-scripts/flow DESIGN_CONFIG=/design/flow/config.mk WORK_HOME=/design/flow/orfs finish
==> design/flow/config.mk <==
export PLATFORM = sky130hd
export DESIGN_NAME = MUL
export DESIGN_NICKNAME = MUL
export VERILOG_FILES = /design/flow/design.v
export SDC_FILE = /design/flow/constraint.sdc
export NUM_CORES = 4
export LEC_CHECK = 1
export CORE_UTILIZATION = 40
==> design/flow/constraint.sdc <==
current_design MUL

set clk_period 57.4
set clk_io_pct 0.2

create_clock -name clk0 -period $clk_period [get_ports {clk}]

set non_clock_inputs [all_inputs -no_clocks]
set_input_delay [expr $clk_period * $clk_io_pct] -clock clk0 $non_clock_inputs
set_output_delay [expr $clk_period * $clk_io_pct] -clock clk0 [all_outputs]
==> impl_metrics.toml <==
# physical design summary
[hold_path]
hold_path.class = "reg2reg"

[synth]
postSynthCellCount = 8337
synth_stat.cells = 8337
synthesized_area_fraction_occupied_by_ao_oa_aoi_and_oai_cells_pct = 17.5
synth-edff-count = 1333
synth.yosys.chip_area_um2 = 86500
async_reset_ff_share_pct = 0
syn_area_um2 = 86500
synth.yosys.warnings = 2
yosys-mux-area-fraction_pct = 0.266
ys_types = 81
synth-adder-area-share_pct = 9.68
postSynthAreaPerCell_um2 = 10.4
post_synth_xor_area_fraction_pct = 6.25
synth-seq-cells = 1405
synth.cellmix.simpleShare_pct = 15.8
main_kind_of_combinational_logic_by_area = "AND-OR/OR-AND gates"
synth_top_flop_cell = "sky130_fd_sc_hd__edfxtp_1"
ys_seq_share_pct = 47.9

[cts]
h-tree-depth = 4
post_cts_resized = 0
post_cts_buffers = 0
worst_skew_pair.late_latency_ps = 810
tritoncts_num_sinks = 1405
cts_buffers = 163
clock_slew_at_the_register_clock_pins_of_the_worst_setup_and_hold_paths_ps = 50
clock_tree_from_tritoncts = "done"
maximum_root_to_sink_buffer_count = 3
post_cts_hold_buffer_count = 0
root_buffer = "sky130_fd_sc_hd__clkbuf_16"

[timing]
fmax_achieved_ghz = 0.0664
timing.final.hold_violations = 0
skew_ps = 32.0
tightestPinTransition_ps = 1080
slew_headroom_pct = 27.7
tns_ps = 0
timing.final.max_slew_violations = 0
post-route-min-period_ps = 15060
timing.final.setup_violations = 0
timing.final.crit_share_pct = 26.2
rsz_0062_raised_after_global_routing = "false"

[worst_setup_path]
critPathMaxFanout = 127
data_arrival_time_of_the_critical_path_ps = 15470
worstSetupEndpointType = "flip-flop"
worstSetupStartpointType = "primary input"
r2r_slack_ps = 52350
worstPathRequired_ps = 57810
timing.setup.critical_path_class = "in2reg"

[floorplanning]
chip_area_um2 = 218000
initial_utilization_pct = 40.3
die_height_um = 467
core_area_um2 = 215000
ioPinCount = 133
rows = 170
die_w_um = 467

[drt]
viasPerCell = 5.49
route.antenna.remaining_nets = 0
routed-via-count = 62300
detail_route.iter0.violations = 3917
routed_wire_length_per_instance_um = 21.5
drt_pass1_iterations = 5
totalWireLength_mm = 244
drc = 0

[final_layout]
final_layout_size_suffix_gt1_share_pct = 5.77
final_core_util_pct = 44.9
final_cell_count_no_fill = 11300
final_cell_area_um2 = 96400
area_growth_syn_to_layout_pct = 11.4

[global_route]
number_of_global_route_vias_before_repair = 60600
total_gr_overflow = 0
grt_start_max_net_pins = 192
gr_usage_total_pct = 23.6
antenna_found_initial = 19
grt_first_pass_wirelength_mm = 366

[placement]
portBuffers = 132
placed_area_um2 = 90900
globalplace.congestion = 0.992
total_half_perimeter_wirelength_after_legalization_and_detailed_placement_mm = 179
placed_cells_incl_taps = 11000

[pwr]
leakage_uw = 0.0378
post-layout-total-power_uw = 2850
ir_drop_mv = 0.0257
power_dens_cells_nw_per_um2 = 29.6

[flow_run]
stage_log_warnings = 32
drv.max_cap_violation_count = 0

[run_status]
outcome = "completed"
## report_power, final
part | total, µW | switching [µW] | internal [µW] | leakage, µW
registers | 1220 | 25.7 | 1200 | 0.0133
clock network | 1050 | 425 | 629 | 0.00265
logic | 573 | 363 | 211 | 0.0218
total | 2850 | 813 | 2040 | 0.0378
## registers in the layout, indices dropped and copies added (netlist names)
| signal | flops |
|---|---|
| reglist | 1333 |
| result | 64 |
| finish | 1 |
| STATE | 7 |
## worst max-delay path, stage by stage
cell and delay (ps):
sky130_fd_sc_hd__clkdlybuf4s50_1 590, sky130_fd_sc_hd__nand2_1 210, sky130_fd_sc_hd__nor2_4 560, sky130_fd_sc_hd__buf_4 600, sky130_fd_sc_hd__buf_12 500, sky130_fd_sc_hd__buf_4 670
sky130_fd_sc_hd__buf_4 640
## cell type report
cell class / instances / area (µm²)
sequential: 1405 / 41500
antenna: 7 / 17.5
clock buffer: 209 / 4430
timing repair buffer: 283 / 2360
fill: 19400 / 118000
multi-input combinational: 6357 / 43000
tap: 2838 / 3550
inverter: 144 / 546
clock inverter: 92 / 1010
## synthesized netlist by cell type (all sizes together), types with 87 or more instances
library cell  count  share of area (%)
edfxtp         1333                 46
and2            647                4.7
ha              644                9.3
o21ai           620                3.6
nor2            577                2.5
a21oi           556                3.2
nand2           501                2.2
a21o            457                4.0
clkbuf          414                1.8
nand3           337                1.9
xor2            325                3.3
xnor2           292                3.0
inv             144               0.62
o21bai          104               0.90
a211oi          101               0.88
and3            101               0.73
nor2b            95               0.69
o21a             94               0.82
nand2b           87               0.64
## metal layers
layer  wire length [µm]  track usage [%]
met1             101000             32.2
met2             104000             34.0
met3              32100             13.1
met4               6550             5.23
met5                 38            0.110
## through the flow
step | hold WS [ps] | setup slack (ps)
after floorplan | 433 | 21850
after global placement | 474 | 41630
after detailed placement | 478 | 41570
after CTS | 485 | 42420
after global routing | 502 | 42160
final | 481 | 42340
## cell usage in the layout (no fill, tap or decap), types with 147 or more instances in the layout
| master | Yosys | final |
|---|---|---|
| sky130_fd_sc_hd__nand2_1 | 501 | 501 |
| sky130_fd_sc_hd__o21ai_0 | 619 | 619 |
| sky130_fd_sc_hd__xor2_1 | 325 | 325 |
| sky130_fd_sc_hd__and2_1 | 646 | 646 |
| sky130_fd_sc_hd__a21o_1 | 457 | 457 |
| sky130_fd_sc_hd__xnor2_1 | 292 | 292 |
| sky130_fd_sc_hd__a21oi_1 | 556 | 555 |
| sky130_fd_sc_hd__edfxtp_1 | 1333 | 1333 |
| sky130_fd_sc_hd__nand3_1 | 337 | 337 |
| sky130_fd_sc_hd__ha_1 | 644 | 644 |
| sky130_fd_sc_hd__nor2_1 | 577 | 572 |
| sky130_fd_sc_hd__clkbuf_16 | 0 | 170 |
| sky130_fd_sc_hd__buf_4 | 0 | 147 |
## worst paths after layout
path / depth (start not counted) / endpoint / start
setup / recovery: 7 / reglist[16][27] / start
hold / removal: 2 / result[31] / result[31]
setup reg to reg: 13 / reglist[7][59] / reglist[15][15]
hold reg to reg: 2 / result[31] / result[31]
## kinds of logic after synthesis
logic type      after synthesis
mux                          23
compound gates             2377
flops                      1405
simple gates               2680
fa+ha+maj                   660
xor+xnor                    617
buf+inv                     575
No activity file was given, so power comes from the tool's default toggle rates.
